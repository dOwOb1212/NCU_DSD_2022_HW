--- flow/run.sh ---
#!/bin/bash
# OpenROAD 26Q1-2900-gdf79404cd8, Yosys 0.63+post, stock flow scripts
make -C /OpenROAD-flow-scripts/flow DESIGN_CONFIG=/design/flow/config.mk WORK_HOME=/design/flow/orfs finish
--- flow/config.mk ---
export PLATFORM = sky130hd
export DESIGN_NAME = I_fruit
export DESIGN_NICKNAME = I_fruit
export VERILOG_FILES = /design/flow/design.v
export SDC_FILE = /design/flow/constraint.sdc
export NUM_CORES = 4
export LEC_CHECK = 1
export CORE_UTILIZATION = 30
--- flow/constraint.sdc ---
current_design I_fruit

set clk_period 3.5
set clk_io_pct 0.2

create_clock -name clk0 -period $clk_period [get_ports {clk}]
create_clock -name clk1 -period $clk_period [get_ports {f_clk}]

set non_clock_inputs [all_inputs -no_clocks]
set_input_delay [expr $clk_period * $clk_io_pct] -clock clk0 $non_clock_inputs
set_output_delay [expr $clk_period * $clk_io_pct] -clock clk0 [all_outputs]
--- flow/design.v ---
module I_fruit(I_fruit_x, I_fruit_y, state, snake_x_i, snake_y_i, poison_x, poison_y, N_fruit_x, N_fruit_y, Q, Touch_I_fruit, clk, f_clk, reset, key_state);
output reg [3:0] I_fruit_x, I_fruit_y;
input [2:0] state;
input [39:0] snake_y_i, snake_x_i;
input [3:0] poison_x, poison_y, N_fruit_x, N_fruit_y;
input reset, clk, Q, Touch_I_fruit, f_clk, key_state;
reg valid;
reg [3:0] allow_x, allow_y;
wire [3:0] snake_x[9:0], snake_y[9:0];
assign {snake_x[9],snake_x[8],snake_x[7],snake_x[6],snake_x[5],snake_x[4],snake_x[3],snake_x[2],snake_x[1],snake_x[0]} = snake_x_i; 
assign {snake_y[9],snake_y[8],snake_y[7],snake_y[6],snake_y[5],snake_y[4],snake_y[3],snake_y[2],snake_y[1],snake_y[0]} = snake_y_i; 
always @(posedge f_clk or negedge reset)
begin
    if(!reset)
    begin
        I_fruit_x <= 4'd13;
        I_fruit_y <= 4'd13;
        valid <= 0;
    end
    else
    begin
        if(state == 3'b001 && Q && key_state)
        begin
            begin
                if(!valid)
                begin
                    I_fruit_x <= allow_x;
                    I_fruit_y <= allow_y;
                    valid <= 1;
                end
                if(Touch_I_fruit)
                begin
                    I_fruit_x <= 4'd13;
                    I_fruit_y <= 4'd13;
                end
            end
        end
        else if(state == 3'b010)
        begin
            I_fruit_x <= 4'd13;
            I_fruit_y <= 4'd13;
        end
        else
        begin
            I_fruit_x <= I_fruit_x;
            I_fruit_y <= I_fruit_y;
        end
    end
end
reg [3:0] x, y;
reg [3:0] prev_N_fruit_x, prev_N_fruit_y;
always @(posedge clk or negedge reset)
begin
    if(!reset)
    begin
        x <= 0;
        y <= 0;
    end
    else
    begin
        x <= x + 1;
        if(x == 4'd9)
        begin
            y <= y + 1;
            x <= 4'd0; 
        end
        if(y == 4'd7 && x == 4'd9)
        begin
            y <= 0;
            x <= 0;
        end
    end
end
always @(posedge clk or negedge reset)
begin
    if(!reset)
    begin
        allow_y <= 0;
        allow_x <= 0; 
        prev_N_fruit_x <= 0;
        prev_N_fruit_y <= 0;
    end
    else
    begin
        prev_N_fruit_x <= N_fruit_x;
        prev_N_fruit_y <= N_fruit_y;
        if((x != poison_x || y != poison_y) && (x != N_fruit_x || y != N_fruit_y) &&
        !((prev_N_fruit_x == N_fruit_x) && (prev_N_fruit_y == N_fruit_y)) &&
        !(x == snake_x[9] && y == snake_y[9]) && !(x == snake_x[8] && y == snake_y[8]) && 
        !(x == snake_x[7] && y == snake_y[7]) && !(x == snake_x[6] && y == snake_y[6]) && 
        !(x == snake_x[5] && y == snake_y[5]) && !(x == snake_x[4] && y == snake_y[4]) && 
        !(x == snake_x[3] && y == snake_y[3]) && !(x == snake_x[2] && y == snake_y[2]) && 
        !(x == snake_x[1] && y == snake_y[1]) && !(x == snake_x[0] && y == snake_y[0]))
        begin
            allow_x <= x;
            allow_y <= y;
        end
    end
end
endmodule
==> reports/metrics.csv <==
metric;value;unit
cp-start-kind;flip-flop;
hold_viol_final;0;
worstPathMaxFanout;13;
setup.worst_path.class;flip-flop to flip-flop;
place.detailed.instances;466;
placement_rows;33;
crit_chain;buf_4, xor2_1, nor4_1, nand2_1, o21ai_0, nor4_4, mux2_2;
use_met2;27.60;%
post_cts_hold_buffer_count;0;
number_of_optimization_iterations_in_the_first_detailed_route_pass;4;
share_clk_of_total_power;37.0;%
crit_required;3.65;ns
unrepaired_setup_endpoints_after_global_routing;false;
vias_per_cell;4.451;
top_level_ports;113;
stage_log_warnings;26;
top_usage_layer;met2;
syn-instance-count;257;
overflow;0;
flow.area_growth_from_synthesis;48.66;%
critical_path_arrival;2.79;ns
synth-seq-area-share;32.50;%
cts_tree;built;
io_buffer_count;111;
final-max-slew-violation-count;0;
power_per_cell_area;252.0;nW/um^2
postRouteWirelength;6672;um
placed_area;3694;sq um
core_region_area;8258;sq um
synthDistinctLibCells;24;
critical-path-slowest-cell;dfrtp_1;
yosys_reported_design_area_after_synthesis;2564;sq um
gr_layer_usage_met1;21.53;%
gp_congestion;0.7920;
net-switching-power;0.0001937;W
stdcell_count;474;
met3_usage;3.023;%
design.die.area;8919;sq um
power_share_of_the_combinational_group;21.8;%
crit_buf_inv;1;
most_used_cells_in_the_layout_excluding_fill_and_tap_cells;clkdlybuf4s50_1 (111), xor2_1 (56), xnor2_1 (50);
ctsResizeCount;0;
critical-path-max-stage-delay;0.80;ns
cp_top_family;flip-flops;
swShare;20.17;%
grt_antenna_before_repair;0;
total_leakage_power;1.542;nW
worst_pin_slew;0.6958;ns
max_cap_violations;0;
power_frac_seq;41.1;%
synth-cells-yosys;257;
synth.top_cell.area_share;26.35;%
mostFrequentLayoutCell;clkdlybuf4s50_1;
synth.cell_area;2564;sq um
post-route-drc-count;0;
num_vias;2110;
cts.sinks;33;
floorplan.die.width;94.44;um
internal_power;0.0007669;W
critical_path.endpoint_type;flip-flop;
die_y_size;94.44;um
yosysWarnings;1;
n_antenna_cell;0;
grt_max_degree;34;
layout-drive-gt1-share;9.214;%
initialDrtViolationCount;60;
route.detailed.wl_per_inst;14.08;um
via_count_of_the_first_global_routing_pass;2120;
cts_setup_buffers;0;
fin_tns_setup;0;ns
post_detail_place_hpwl;5322;um
grt_pass1_wl;10450;um
maxSlewHeadroom;53.61;%
vdd_ir_drop_max;0.2347;mV
ys_top_cells_by_area;dfrtp_1 (26%), xor2_1 (19%), xnor2_1 (17%);
post_synth.cell_area_avg;9.976;sq um
floorplanUtilization;31.05;%
run_status;finished, final reports clean;
grt_use_total;15.72;%
final_cell_area;3811;sq um
ys_ff;33;
worst_setup_hold_path_clk_slew;0.09;ns
finalSetupViolations;0;
synth_area_leader_cell;dfrtp_1;
worst_hold_path_type;flip-flop to flip-flop;
worst_clock_skew;0.008596;ns
detail-route-antenna-nets;0;
-- power groups by stage --
stage	Combinational [W]	Clock, W	Sequential [W]
after global routing	0.000229	0.000389	0.000396
after CTS	0.000213	0.000367	0.000395
final	0.000210	0.000356	0.000395
-- stage by stage --
stage / worst slack (ns) / hold WS, ns / power, W / utilization (%)
floorplan: 1.449 / 0.4044 / 0.0004653 / -
CTS: 0.8216 / 0.4599 / 0.0009750 / 46.15
finish: 0.8589 / 0.4587 / 0.0009606 / 46.15
global route: 0.6304 / 0.4639 / 0.001014 / 46.15
detailed placement: 0.6958 / 0.4521 / 0.0006135 / 44.73
global placement: 0.7041 / 0.4524 / 0.0006115 / 44.73
-- worst register-to-register path, cell delays in order (launching register included) --
cell and delay [ns]:
dfrtp_1 0.80, buf_4 0.29, xor2_1 0.15, nor4_1 0.07
nand2_1 0.06, o21ai_0 0.17, nor4_4 0.59, mux2_2 0.40
-- layout make-up --
| class | instances | area, sq um |
|---|---|---|
| well taps | 105 | 131.4 |
| inverters | 9 | 33.78 |
| multi-input cells | 198 | 1509 |
| clock buffers | 6 | 82.58 |
| clock inverters | 2 | 35.03 |
| fillers | 799 | 4447 |
| flip-flops and latches | 33 | 833.3 |
| repair buffers | 121 | 1186 |
-- registers in the layout, summed over array words and instances (netlist names) --
register and count:
allow_y 4, prev_N_fruit_y 4, I_fruit_x 4, allow_x 4, prev_N_fruit_x 4, x 4, valid 1, y 4
I_fruit_y 4
-- cells by family (layout without fill, tap and decap cells) --
logic type,Yosys count,count (layout),synth area share (%)
AND/OR/NAND/NOR,59,59,13.18
XOR/XNOR,106,106,36.21
AND-OR/OR-AND,22,22,4.636
adder cells (fa/ha/maj),1,1,0.4880
flip-flops,33,33,32.50
multiplexers,10,10,4.344
buffers and inverters,26,138,8.638
-- Yosys cell counts --
| library cell | count |
|---|---|
| xnor2_1 | 50 |
| nor4_1 | 14 |
| nand2_1 | 11 |
| mux2i_1 | 1 |
| a22o_1 | 1 |
| o21ai_0 | 8 |
| nand4_1 | 15 |
| buf_6 | 15 |
| xor2_1 | 56 |
| dfrtp_1 | 27 |
| dfstp_2 | 6 |
| nor4_4 | 1 |
| nor3_1 | 8 |
| clkbuf_1 | 1 |
| a21o_1 | 2 |
| mux2_2 | 9 |
| buf_8 | 1 |
| nand2b_1 | 3 |
| ha_1 | 1 |
| nor2_1 | 4 |
| inv_1 | 9 |
| a21oi_1 | 11 |
| nand3_1 | 2 |
| nor4bb_1 | 1 |
-- path summary, 6_finish.rpt --
check / slack (ns) / to / cells after the start / from
min: 0.46 / I_fruit_x[3] / 2 / I_fruit_x[3]
max: 0.86 / allow_y[0] / 7 / x[2]
max in group asynchronous: 2.29 / I_fruit_y[0] / 2 / reset
max in group clk1: 1.27 / I_fruit_y[2] / 8 / state[0]
min in group clk0: 0.52 / allow_x[3] / 1 / allow_x[3]
min in group asynchronous: 0.84 / allow_x[2] / 2 / reset
min reg2reg: 0.46 / I_fruit_x[3] / 2 / I_fruit_x[3]
max reg2reg: 0.86 / allow_y[0] / 7 / x[2]
-- layer usage --
metal  up-vias  share of wire, %  wire length, um
met3         0               6.3              418
met5         -                 0                0
li1       1081                 -                -
met2        61                48             3185
met4         0                 0                0
met1       968                46             3068
No activity file was given, so power comes from the tool's default toggle rates.
