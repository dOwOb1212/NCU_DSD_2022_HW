[design.v]
module N_fruit(fruit, N_fruit_x, N_fruit_y, I_fruit_x, I_fruit_y, Touch_N_Fruit, snake_x_i, snake_y_i, poison_x, poison_y, clk, f_clk, reset);
output reg [3:0] N_fruit_x, N_fruit_y;
output reg fruit;
input [39:0] snake_y_i, snake_x_i;
input [3:0] poison_x, poison_y, I_fruit_x, I_fruit_y;
input Touch_N_Fruit, clk, reset,f_clk;
wire [3:0] snake_x[9:0], snake_y[9:0];
reg [3:0] allow_x, allow_y;
assign {snake_x[9],snake_x[8],snake_x[7],snake_x[6],snake_x[5],snake_x[4],snake_x[3],snake_x[2],snake_x[1],snake_x[0]} = snake_x_i; 
assign {snake_y[9],snake_y[8],snake_y[7],snake_y[6],snake_y[5],snake_y[4],snake_y[3],snake_y[2],snake_y[1],snake_y[0]} = snake_y_i; 
always @(posedge f_clk or negedge reset)
begin
    if(!reset)
    begin
        N_fruit_x <= 4'd5;
        N_fruit_y <= 4'd7;
        fruit <= 0;
    end
    else
    begin
        if(Touch_N_Fruit)
        begin
            N_fruit_x <= allow_x;
            N_fruit_y <= allow_y;
            fruit <= ~fruit;
        end
        else
        begin
            N_fruit_x <= N_fruit_x;
            N_fruit_y <= N_fruit_y;
        end
    end
end
reg [3:0] x, y;
always @(posedge clk or negedge reset)
begin
    if(!reset)
    begin
        x <= 0;
        y <= 0;
    end
    else
    begin
        x <= x + 1;
        if(x == 4'd9)
        begin
            y <= y + 1;
            x <= 4'd0; 
        end
        if(y == 4'd7 && x == 4'd9)
        begin
            y <= 0;
            x <= 0;
        end
    end
end
integer i;
always @(posedge clk or negedge reset)
begin
    if(!reset)
    begin
        allow_y <= 0;
        allow_x <= 0; 
    end
    else
    begin
        if((x != poison_x || y != poison_y) && (x != I_fruit_x || y != I_fruit_y) && 
        !(x == snake_x[9] && y == snake_y[9]) && !(x == snake_x[8] && y == snake_y[8]) && 
        !(x == snake_x[7] && y == snake_y[7]) && !(x == snake_x[6] && y == snake_y[6]) && 
        !(x == snake_x[5] && y == snake_y[5]) && !(x == snake_x[4] && y == snake_y[4]) && 
        !(x == snake_x[3] && y == snake_y[3]) && !(x == snake_x[2] && y == snake_y[2]) && 
        !(x == snake_x[1] && y == snake_y[1]) && !(x == snake_x[0] && y == snake_y[0]))
        begin
            allow_x <= x;
            allow_y <= y;
        end
    end
end
endmodule
[run.sh]
#!/bin/bash
# OpenROAD 26Q1-2900-gdf79404cd8, Yosys 0.63+post, stock flow scripts
make -C /OpenROAD-flow-scripts/flow DESIGN_CONFIG=/design/flow/config.mk WORK_HOME=/design/flow/orfs finish
[config.mk]
export PLATFORM = sky130hd
export DESIGN_NAME = N_fruit
export DESIGN_NICKNAME = N_fruit
export VERILOG_FILES = /design/flow/design.v
export SDC_FILE = /design/flow/constraint.sdc
export NUM_CORES = 4
export LEC_CHECK = 1
export CORE_UTILIZATION = 30
[constraint.sdc]
current_design N_fruit

set clk_period 2.8
set clk_io_pct 0.2

create_clock -name clk0 -period $clk_period [get_ports {clk}]
create_clock -name clk1 -period $clk_period [get_ports {f_clk}]

set non_clock_inputs [all_inputs -no_clocks]
set_input_delay [expr $clk_period * $clk_io_pct] -clock clk0 $non_clock_inputs
set_output_delay [expr $clk_period * $clk_io_pct] -clock clk0 [all_outputs]
==> results.txt <==
yosys + openroad results -> outcome finished clean, synthesized area per cell 10.3 um2, synth warn 1, max_cap viols 0, CP max FO 13, register share after synthesis 0.287, Critical Path RT 2.93 ns, number of enable flip-flop cells 0, Reg2Reg Depth 6, Net Sw Power slightly below 200 uW, FFs w/ async S/R, synth 1.00, switch share 0.208, post-route ant nets 0, drt wl/cell 14.4 um, cts hold-fix bufs 0, Post-CTS Resized 0, first-pass GRT wire length between 9000 and 10000 um, share of cells above drive strength 1 0.131, Core Util at FP 0.317, Routed WL approximately 6000 um, main flop type dfrtp_1, Slew Limit Fails 0, Clk pin slew, worst setup/hold paths ~0.060 ns, Post-Syn Instances 214, crit start category register, residual DRC count 0, Die Ht 87.7 um, PortBufs 107, Max-slew headroom 0.553, grt total ovfl 0, post-synthesis cell area 0.00220 mm2, Sink Count 25, vias in the first global route around 1.9k, Hold Violations, Final 0, GRT Total Usage 0.156, Setup crit end kind register, WHS 0.466 ns, initial DRC count 32, Yosys cell types 26, Pre-Repair DR Iteration Count 3, Sequential Power Share 0.400, Placer Congestion 0.771, Min-Delay Path Class register to register, power per standard cell area between 200 and 300 mW/mm2, WS Path Type register to register, tool warning count 26, Peak VDD IR about 0.34 mV, clock group share of total power 0.331, Post-synth regs 25, Int Power 758 uW, pin count of the biggest net entering global routing 26, Area Growth Syn to Fin 53.7%, initial antenna violation count 0, TritonCTS clock tree yes, RSZ-0062 raised after global routing no, most frequent cells in the layout 107 x clkdlybuf4s50_1, 66 x xnor2_1, 33 x xor2_1, Setup TNS 0 ns, Worst Tran Pin Value 0.670 ns, combinational share of power 0.269, Rows 30, boundary pin count 109, worst hold stages 1, Final Setup Violations 0, most instantiated logic cell after routing clkdlybuf4s50_1, Setup Fix Bufs, Post-CTS 0, leakage 0.00126 uW, CP Data Arrival Time 2.53 ns, Yosys chip area 0.00220 mm2, Max Clock Skew 0.000635 ns, Core ar. 0.00694 mm2, die area 0.00770 mm2, Vias/cell 4.40, DIE WIDTH 87.7 um, via count 1835, ys cells about 210, # diodes 0, DP Wirelength 4690 um
==> logic make-up (layout without fill, tap and decap cells) <==
family	count (synthesis)	count (layout)	share of synthesized area
flip-flops	25	25	0.287
AND-OR/OR-AND	10	10	0.0358
XOR/XNOR	99	99	0.393
buffers and inverters	19	126	0.0806
adder cells (fa/ha/maj)	1	1	0.00567
AND/OR/NAND/NOR	42	42	0.107
multiplexers	18	18	0.0914
==> cell usage after synthesis (all sizes together) (2+ instances only) <==
| cell type | count | share of area |
|---|---|---|
| a2111oi | 2 | 0.014 |
| a21o | 2 | 0.0068 |
| a21oi | 2 | 0.0045 |
| buf | 16 | 0.075 |
| dfrtp | 20 | 0.23 |
| dfstp | 5 | 0.060 |
| inv | 2 | 0.0034 |
| mux2 | 17 | 0.087 |
| nand2 | 4 | 0.0068 |
| nand4 | 18 | 0.054 |
| nor2 | 8 | 0.014 |
| nor3 | 2 | 0.0045 |
| nor4 | 8 | 0.023 |
| o21ai | 3 | 0.0068 |
| xnor2 | 66 | 0.26 |
| xor2 | 33 | 0.13 |
==> final timing paths <==
kind,start,to,slack [ns]
min,fruit,fruit,0.47
max in group clk1,Touch_N_Fruit,N_fruit_x[3],1.23
min in group asynchronous,reset,allow_x[3],0.67
min in group clk0,allow_y[0],allow_y[0],0.51
max,y[1],allow_x[3],0.39
max in group asynchronous,reset,N_fruit_x[2],1.83
max reg2reg,y[1],allow_x[3],0.39
min reg2reg,fruit,fruit,0.47
==> cell type report <==
cell class,instances,area (um2)
fillers,637,3560
multi-input cells,170,1400
repair buffers,117,1150
flip-flops and latches,25,632
well taps,96,120
clock buffers,6,82.6
inverters,2,7.51
clock inverters,1,5.00
==> per-stage QoR <==
| stage | total power (uW) | setup slack [ns] | area (um2) | util | cells |
|---|---|---|---|---|---|
| floorplan | 462 | 0.928 | 2200 | - | 214 |
| global placement | 647 | 0.181 | 3300 | 0.475 | 410 |
| detailed placement | 648 | 0.185 | 3300 | 0.475 | 410 |
| CTS | 973 | 0.364 | 3390 | 0.488 | 417 |
| global route | 1010 | 0.250 | 3390 | 0.488 | 417 |
| finish | 957 | 0.393 | 3390 | 0.488 | 417 |
==> sequential cells by signal (all words and copies together), names as in the netlist <==
| signal | flops |
|---|---|
| fruit | 1 |
| N_fruit_y | 4 |
| N_fruit_x | 4 |
| y | 4 |
| x | 4 |
| allow_x | 4 |
| allow_y | 4 |
==> layer usage <==
metal  wire length, um  share of wire  track usage
met1              2790           0.46        0.232
met2              2690           0.45        0.249
met3               521          0.087       0.0353
met4                 0              0      0.00894
met5                 0              0            0
==> power by group through the flow <==
stage	Combinational (uW)	Clock [uW]	Sequential, uW
6_report	257	316	383
5_1_grt	278	345	384
4_1_cts	262	329	383
==> critical path: stages (launching register included) <==
cell and delay, ns:
dfrtp_1 0.77, xnor2_1 0.15, nand4_1 0.12, nor2_1 0.06, a2111oi_2 0.49, nand4_2 0.34
mux2_2 0.37
Power is estimated from default activity; no workload was simulated.
